`/design/flow/config.mk`:
```
export PLATFORM = sky130hd
export DESIGN_NAME = com_tpram_reg
export DESIGN_NICKNAME = com_tpram_reg
export VERILOG_FILES = /design/flow/design.v
export SDC_FILE = /design/flow/constraint.sdc
export NUM_CORES = 4
export LEC_CHECK = 1
export CORE_UTILIZATION = 50
```
`/design/flow/constraint.sdc`:
```
current_design com_tpram_reg

set clk_period 8.0
set clk_io_pct 0.2

create_clock -name clk0 -period $clk_period [get_ports {rd_clk}]
create_clock -name clk1 -period $clk_period [get_ports {wr_clk}]

set non_clock_inputs [all_inputs -no_clocks]
set_input_delay [expr $clk_period * $clk_io_pct] -clock clk0 $non_clock_inputs
set_output_delay [expr $clk_period * $clk_io_pct] -clock clk0 [all_outputs]
```
`/design/flow/design.v`:
```
interface com_csr_if;
    parameter  AW = 16;
    parameter  DW = 32;
    localparam SW = DW/8;
    wire                 csr_write ;
    wire [AW-1:0]        csr_addr  ;
    wire [DW-1:0]        csr_wdata ;
    wire [DW/8-1:0]      csr_wstrb ;
    wire                 csr_valid ;
    wire                 csr_ready ;
    wire [DW-1:0]        csr_rdata ;
    modport master(
        input  csr_ready,csr_rdata,
        output csr_valid,csr_write,csr_addr,csr_wdata,csr_wstrb
        );
    modport slave(
        output csr_ready,csr_rdata,
        input  csr_valid,csr_write,csr_addr,csr_wdata,csr_wstrb
        );
    modport monitor(
        input csr_valid,csr_ready,csr_write
        );
endinterface
module com_tpram_reg #(
parameter  DATA_W   = 32           ,         
parameter  DEPTH    = 64           ,         
parameter  STRB_W   = 1            ,         
localparam ADDR_W   = $clog2(DEPTH)          
)(
input  wire                wr_clk ,
input  wire [STRB_W-1:0]   wr_en  ,
input  wire [ADDR_W-1:0]   wr_addr,
input  wire [DATA_W-1:0]   wr_data,
input  wire                rd_clk ,
input  wire                rd_en  ,
input  wire [ADDR_W-1:0]   rd_addr,
output wire [DATA_W-1:0]   rd_data
);
localparam SUB_DW = DATA_W/STRB_W;
reg  [DATA_W-1:0] r_mem[0:DEPTH-1] ;
reg  [DATA_W-1:0] r_rd_data;
always@(posedge wr_clk)begin
    for(int i=0; i<STRB_W; i++)
        if(wr_en[i])
            r_mem[wr_addr][i*SUB_DW+:SUB_DW] <= wr_data[i*SUB_DW+:SUB_DW];  
end
always@(posedge rd_clk)begin
    if(rd_en)
        r_rd_data <= r_mem[rd_addr];  
end
    assign rd_data = r_rd_data;
endmodule
```
`/design/flow/run.sh`:
```
#!/bin/bash
# OpenROAD 26Q1-2900-gdf79404cd8, Yosys 0.63+post, stock flow scripts
make -C /OpenROAD-flow-scripts/flow DESIGN_CONFIG=/design/flow/config.mk WORK_HOME=/design/flow/orfs finish
```
==> reports/results.md <==
| Step | Quantity | This run |
|---|---|---|
| logic synthesis | Seq share, synth | 79.2% |
| worst setup path | Reg2reg path depth | 5 |
| layout | Layout cell share with drive strength beyond 1 | 28.9% |
| pwr | PwrDens | 253 nW/um^2 |
| pwr | Reported leakage power | 27.7 nW |
| worst setup path | Crit-path max FO | 66 |
| global route | Number of global-route vias before repair | 40800 |
| layout | Finished Cell Area | 89400 um^2 |
| global route | Antenna violations before repair | 6 |
| cts | Clock tree sinks | 2080 |
| logic synthesis | Dominant register cell | edfxtp_1 |
| min path | Capture endpoint of the worst hold path | r_rd_data[4] |
| route | First drt pass iteration count | 5 |
| worst setup path | Critical R2R Launch | r_mem[7][8] |
| layout | Relative area change from synthesis to final layout | 13.3% |
| sta | Hold Fails Final Rpt | 0 |
| global route | Met2 global-route usage | 39.9% |
| placed design | Number of port buffers | 78 |
| layout | Filler cell count in the final layout | 10900 |
| logic synthesis | Synthesized cell area | 78800 um^2 |
| sta | Total negative slack for setup checks | 0 ns |
| worst setup path | Worst reg2reg path endpoint | r_rd_data[8] |
| route | Drt first-iter violations | 2350 |
| job | Count of max-cap constraint violations | 0 |
| pwr | Switching component of the power | 0.00464 W |
| run status | Run status | finished, final reports clean |
| cts | Post-CTS Hold Buffers | 0 |
| job | Total number of warnings across the stage logs | 27 |
| global route | Global-route wire length before repair | 279000 um |
| floorplan | CORE AREA | 156000 um^2 |
| sta | Slew headroom | 31.6% |
| pwr | Highest ir drop seen on vdd | 0.228 mV |
| worst setup path | Data required time of the critical path | 8.09 ns |
| cts | TritonCTS clock tree | built |
| min path | Min-Delay Path Class | reg2reg |
| pwr | Sequential share of power | 53.7% |
| logic synthesis | Number of cells in the yosys synthesis report | 3324 |
| global route | Remaining global-route overflow | 0 |
| route | Total wire length | 193000 um |
| global route | Met3 track demand over resource | 25.2% |
| floorplan | Die Area | 159000 um^2 |
| route | Drt drc | 0 |
| pwr | Proportion of power drawn by combinational gates | 4.7% |
| placed design | Placed Cells incl. Taps | 5421 |
| cts | Post-CTS Resized | 0 |
| floorplan | Initial standard-cell utilization of the core | 50.4% |
| logic synthesis | Tally of unique sky130hd cells used after synthesis | 33 |
| logic synthesis | EDFF count, synth | 2080 |
| global route | Pin count of the biggest net entering global routing | 96 |
| logic synthesis | Mean cell area of the mapped netlist | 23.7 um^2 |
| worst setup path | Arrival time worst endpoint | 4.87 ns |
| pwr | Clock network power share | 41.6% |
| logic synthesis | Count of mapped cells out of synthesis | 3324 |
| floorplan | X dimension of the die | 399 um |
| worst setup path | Startpoint Class | primary input |
| logic synthesis | Yosys warning total | 1 |
| placed design | Area post-placement | 82800 um^2 |
| worst setup path | Nature of the critical path endpoint | flop |
| logic synthesis | Synth flops | 2080 |
| global route | Combined global-route utilization of all metal layers | 28.4% |
| sta | Total count of max-transition violations in the final report | 0 |
| sta | Setup violators final | 0 |
| cts | Clk pin slew, worst setup/hold paths | 0.08 ns |
| placed design | RD Place Congestion | 0.869 |
| floorplan | FP Rows | 145 |
| route | DRT antenna net count | 0 |
| logic synthesis | FFs w/ async S/R, synth | 0% |
| sta | Hold Worst Slack | 1.28 ns |
| worst setup path | Crit Path Category | in2reg |
| min path | Hold Path Depth | 4 |
| logic synthesis | Chip area estimate from yosys synthesis | 78800 um^2 |
| worst setup path | Register-to-Register Setup Slack | 5.24 ns |
| floorplan | Vertical die dimension | 399 um |
| sta | Least-Margin Pin Slew | 1.02 ns |
| min path | Hold Path Origin | r_mem[28][4] |
| route | Detailed-route wire length per cell | 33.2 um |
| route | Detail-routed via count per cell | 6.21 |
| placed design | DP HPWL | 104000 um |
| layout | Count of non-filler cells in the finished layout | 5792 |
| pwr | Total internal power | 0.0179 W |
| sta | Setup repair after global routing missed its margin | no |
| global route | GR Util met1 | 34.6% |
| floorplan | Total I/O pin count | 80 |
| global route | Global routing's busiest layer | met2 |
| route | Detailed-route via count | 36000 |
| pwr | Switch share | 20.6% |
| cts | Post-CTS Setup Bufs | 0 |
how the worst max path moves through the flow:
stage	from	endpoint	slack, ns	depth (start not counted)
after CTS	rd_addr[0]	r_rd_data[12]	3.11	8
after global routing	rd_addr[0]	r_rd_data[12]	2.96	8
final	rd_addr[0]	r_rd_data[12]	3.22	8
logic make-up (layout without fill, tap and decap cells):
group           Yosys count  in the layout  synth area share (%)
mux                     637            637                  16.7
buf+inv                 182            591                  1.12
compound gates          202            202                  1.67
flops                  2080           2080                  79.2
simple gates            223            223                  1.26
other cells               0              1                     0
cell usage after synthesis, drive strengths merged, types with 3 or more instances:
cell type,count,area [um^2]
a22oi,12,90.1
nor2b,15,93.8
o32ai,4,35.0
a41o,4,40.0
a21oi,62,310
or3,3,18.8
nor2,137,514
o22ai,84,526
clkbuf,74,278
or2,3,18.8
nand3,5,25.0
nor3,7,35.0
nand2b,8,50.1
nand3b,5,37.5
o221ai,27,236
mux2i,93,931
and3,4,25.0
buf,108,608
a311oi,8,70.1
edfxtp,2080,62500
mux4,544,12300
nand2,26,97.6
or3b,5,43.8
final cells by class:
class / instances / area, um^2 / share of cell area [%]
Antenna cell: 1 / 2.50 / 0.00280
Timing Repair Buffer: 221 / 1820 / 2.04
Multi-Input combinational cell: 1062 / 16000 / 17.9
Clock buffer: 258 / 5480 / 6.13
Clock inverter: 112 / 1050 / 1.18
Tap cell: 2058 / 2570 / 2.88
Sequential cell: 2080 / 62500 / 69.9
layer usage:
layer,vias up,routed length (um)
met5,-,171
met4,12,5280
met3,292,38700
met2,2895,91800
met1,17900,56700
li1,14800,-
placed cells by master, fill, tap and decap left out, types with 5 or more instances in the layout:
cell type,synthesis,final
a311oi_1,8,8
nor2b_1,15,15
clkdlybuf4s50_1,0,40
nand2b_1,8,8
clkbuf_16,0,212
mux4_2,544,544
nor2_1,137,75
buf_2,57,34
o221ai_1,27,27
bufinv_16,0,19
inv_6,0,6
buf_4,25,134
o22ai_1,84,84
nor3_1,7,5
nand3b_1,5,5
nand3_1,5,5
buf_12,0,10
clkinv_2,0,42
edfxtp_1,2080,2080
nor2_4,0,62
nand2_1,26,26
a21oi_1,62,62
clkinv_1,0,37
clkinvlp_4,0,5
mux2i_1,93,93
clkbuf_1,74,46
a22oi_1,12,12
flip-flops by register name, summed over array words and instances (netlist names):
signal     flops
r_mem       2048
r_rd_data     32
worst max-delay path: stages:
cell and delay (ns):
buf_8 0.49, buf_12 0.50, buf_4 0.70, mux4_2 0.60, o22ai_1 0.20, nor2_1 0.08
a21oi_1 0.35, nor2_1 0.09
power by group through the flow:
stage / combinational, W / clock, W / sequential (W)
CTS: 0.00107 / 0.00956 / 0.0121
global route: 0.00113 / 0.0100 / 0.0121
finish: 0.00105 / 0.00940 / 0.0121
stage by stage:
step,utilization [%],worst slack (ns),power [W]
CTS,57.1,3.11,0.0228
floorplan,-,3.24,0.0129
global placement,53.0,2.79,0.0134
detailed placement,53.0,2.76,0.0134
finish,57.1,3.22,0.0226
global route,57.1,2.96,0.0233
Power figures rest on the tool's default switching activity, not on a simulated workload.
