## flow/config.mk

```make
export PLATFORM = sky130hd
export DESIGN_NAME = com_sync_fifo_reg
export DESIGN_NICKNAME = com_sync_fifo_reg
export VERILOG_FILES = /design/flow/design.v
export SDC_FILE = /design/flow/constraint.sdc
export NUM_CORES = 4
export LEC_CHECK = 1
export CORE_UTILIZATION = 50
```

## flow/constraint.sdc

```tcl
current_design com_sync_fifo_reg

set clk_period 4.1
set clk_io_pct 0.2

create_clock -name clk0 -period $clk_period [get_ports {clk}]

set non_clock_inputs [all_inputs -no_clocks]
set_input_delay [expr $clk_period * $clk_io_pct] -clock clk0 $non_clock_inputs
set_output_delay [expr $clk_period * $clk_io_pct] -clock clk0 [all_outputs]
```

## flow/design.v

```verilog
interface com_csr_if;
    parameter  AW = 16;
    parameter  DW = 32;
    localparam SW = DW/8;
    wire                 csr_write ;
    wire [AW-1:0]        csr_addr  ;
    wire [DW-1:0]        csr_wdata ;
    wire [DW/8-1:0]      csr_wstrb ;
    wire                 csr_valid ;
    wire                 csr_ready ;
    wire [DW-1:0]        csr_rdata ;
    modport master(
        input  csr_ready,csr_rdata,
        output csr_valid,csr_write,csr_addr,csr_wdata,csr_wstrb
        );
    modport slave(
        output csr_ready,csr_rdata,
        input  csr_valid,csr_write,csr_addr,csr_wdata,csr_wstrb
        );
    modport monitor(
        input csr_valid,csr_ready,csr_write
        );
endinterface
module com_sync_fifo_ctrl #( parameter
    DEPTH   = 4,
    AW      = $clog2(DEPTH+1)
)
(
input  wire                     clk                 ,
input  wire                     rst_n               ,
input  wire                     clear               ,
input  wire                     wr_en               ,
output wire [AW-1:0]            wr_addr             ,
output wire                     wr_full             ,
input  wire                     rd_en               ,
output wire [AW-1:0]            rd_addr             ,
output wire                     rd_empty            ,
output wire [AW-1:0]            water_level          
);
;
reg  [AW-0:0] rc_wrcnt;
reg  [AW-0:0] rc_rdcnt;
wire full;
wire empty;
wire [AW-0:0] wrcnt_p1  = rc_wrcnt[AW-1:0] + 1'b1;  
wire [AW-0:0] wrcnt_nxt = wrcnt_p1==DEPTH[AW-0:0] ? { !rc_wrcnt[AW],{AW{1'b0}} } : {rc_wrcnt[AW],wrcnt_p1[AW-1:0]};  
always @(posedge clk or negedge rst_n)
begin
    if( !rst_n ) begin
        rc_wrcnt <= 'b0;
    end
    else if( clear ) begin
        rc_wrcnt <= 'b0;
    end
    else if( wr_en && !full ) begin
        rc_wrcnt <= wrcnt_nxt;
    end
end
wire [AW-0:0] rdcnt_p1  = rc_rdcnt[AW-1:0] + 1'b1;  
wire [AW-0:0] rdcnt_nxt = rdcnt_p1==DEPTH[AW-0:0] ? { !rc_rdcnt[AW],{AW{1'b0}} } : {rc_rdcnt[AW],rdcnt_p1[AW-1:0]};
always @(posedge clk or negedge rst_n)
begin
    if( !rst_n ) begin
        rc_rdcnt <= 'b0;
    end
    else if( clear ) begin
        rc_rdcnt <= 'b0;
    end
    else if( rd_en && !empty ) begin
        rc_rdcnt <= rdcnt_nxt;
    end
end
assign full = (rc_wrcnt[AW-1:0]==rc_rdcnt[AW-1:0]) && (rc_wrcnt[AW]==!rc_rdcnt[AW]);
assign empty= (rc_wrcnt[AW-0:0]==rc_rdcnt[AW-0:0]);
assign wr_full   = full;
assign rd_empty  = empty;
assign wr_addr = rc_wrcnt[AW-1:0];
assign rd_addr = rc_rdcnt[AW-1:0];
wire [AW-0:0] minus = {1'b0,rc_rdcnt[AW-1:0]} - {1'b0,rc_wrcnt[AW-1:0]};
wire [AW-0:0] comp  = $signed(minus) + $signed({1'b0,DEPTH[AW-0:0]});
wire [AW-0:0]    wl = (rc_wrcnt[AW]==rc_rdcnt[AW]) ? comp : minus;
assign water_level = wl;
;
;
endmodule  
module com_sync_fifo_reg #( parameter
    DW      = 8,
    DEPTH   = 4,
    AW      = $clog2(DEPTH+1)
)
(
input  wire                     clk                 ,
input  wire                     rst_n               ,
input  wire                     clear               ,
input  wire                     wr_en               ,
input  wire [DW-1:0]            wr_data             ,
output wire                     wr_full             ,
input  wire                     rd_en               ,
output wire [DW-1:0]            rd_data             ,
output wire                     rd_empty            ,
output wire [AW-1:0]            water_level          
);
reg  [DEPTH-1:0][DW-1:0] arc_mem;
wire full;
wire empty;
wire [AW-1:0] wr_addr;
wire [AW-1:0] rd_addr;
com_sync_fifo_ctrl #(
    .DEPTH      ( DEPTH      )   
)u_com_sync_fifo_ctrl
(
    .clk                  ( clk                  ),  
    .rst_n                ( rst_n                ),  
    .clear                ( clear                ),  
    .wr_en                ( wr_en                ),  
    .wr_addr              ( wr_addr              ),  
    .wr_full              ( wr_full              ),  
    .rd_en                ( rd_en                ),  
    .rd_addr              ( rd_addr              ),  
    .rd_empty             ( rd_empty             ),  
    .water_level          ( water_level          )   
);
always @(posedge clk)
begin
    if( wr_en && !wr_full ) begin
        arc_mem[ wr_addr ] <= wr_data;   
    end
end
assign rd_data = arc_mem[ rd_addr ];
endmodule  
```

## flow/run.sh

```bash
#!/bin/bash
# OpenROAD 26Q1-2900-gdf79404cd8, Yosys 0.63+post, stock flow scripts
make -C /OpenROAD-flow-scripts/flow DESIGN_CONFIG=/design/flow/config.mk WORK_HOME=/design/flow/orfs finish
```

==> impl_metrics.toml <==
# physical design summary
[global_routing]
antenna_found_initial = 0
grt_pass1_vias = 1622
grt_max_degree = 36
gr-usage-all-layers = 0.258
grt.overflow.total = 0
grt_first_pass_wirelength_um = 7920

[pwr]
p_clk_frac = 0.271
power_frac_comb = 0.276
p_sw_mw = 0.319
switching_share = 0.272
pwr-share-seq = 0.453
total_power_mw = 1.17
p_int_mw = 0.855
power_per_cell_area_mw_per_mm2 = 446
leakage_nw = 1.01
ir_drop_uv = 240

[setup_path]
critPathBufInv = 3
start_kind = "register"
crit_top_cell = "inv_1"
cp_data_arrival_time_ns = 2.33
cp_slowest_cell = "dfrtp_1"
cp_max_fo = 13
critical-path-max-stage-delay_ns = 0.78
rr_startpoint = "u_com_sync_fifo_ctrl.rc_rdcnt[0]$_DFFE_PN0P_"
worstRegToRegCells = 8
cp_cell_sequence = "inv_1, ha_1, inv_1, fa_1, clkdlybuf4s50_1"
required_ns = 3.28
rr_endpoint = "u_com_sync_fifo_ctrl.rc_wrcnt[0]$_DFFE_PN0P_"
worstSetupPathType = "register to primary output"
critPathTopFamily = "flip-flops"
end_kind = "primary output"
r2r_setup_slack_ns = 1.66

[drt]
wl_per_cell_um = 17.9
viasPerCell = 6.07
antenna_left = 0
diodes = 0
drcViolationCount = 0
num_vias = 1676
drtIter0Drc = 57
dr.pass1.iters = 4
finalWirelength_um = 4940

[flow_run]
cap_viol_max_count = 0
warning_count = 30

[synthesis]
top_cells_by_count = "38 x nand2_1, 32 x edfxtp_1, 29 x o21ai_0"
synth_flops = 40
yosys-stat-area_mm2 = 0.00223
synthTopCellsByArea = "edfxtp_1 43%, dfrtp_1 9.0%, mux4_2 8.1%, o21ai_0 6.5%, nand2_1 6.4%"
postSynth.asyncResetShare = 0.200
syn_inst = 199
syn_avg_cell_area_um2 = 11.2
synthAoiAreaFrac = 0.136
top_cell = "nand2_1"
ys_sh_adder = 0.0594
ys_sh_mux = 0.0852
synth-edff-count = 32
ys.flop_type = "edfxtp_1"
simple_gate_area_frac = 0.138
yosys-stat-cells = 199
xor_area_frac = 0.0314
top_logic_kind = "simple AND/OR/NAND/NOR gates"
yosysTopAreaCell = "edfxtp_1"
yosysUniqueCellTypes = 27
synth_warnings = 2
syn-cell-area_mm2 = 0.00223
synth.top_cell.area_share = 0.430
ys_seq_frac = 0.520

[clock_tree]
clkLatencyLatePin_ns = 0.29
ctsResizeCount = 0
clkSinkCount = 40
clk_pin_slew_ns = 0.08
cts_htree_levels = 2
postCtsSetupRepairBufs = 0
cts_buffer_depth = 2
cts_root_buf = "clkbuf_8"
cts_made_buffers = 5
hold_buffers = 0
cts_tree = "yes"

[die]
io_pins = 26
dieWidth_um = 68.8
die_h_um = 68.8
coreArea_mm2 = 0.00414
row_count = 23
chipArea_mm2 = 0.00474
initCoreUtil = 0.539

[place]
port_buffers = 25
pre_cts_ws_ns = 1.22
place_hpwl_um = 3290
gp_congestion = 0.810
placed_area_mm2 = 0.00253
numPlacedInstances = 268

[final_timing]
whs_ns = 0.556
tns_ns = 0
clock_skew_ns = 0.00766
relSlewSlack = 0.488
worstMarginPinSlew_ns = 0.767
setup_viol = 0
fin_crit_sh = 0.768
finalHoldViolations = 0
setup_ws_ns = 0.952
slew_violations = 0
rsz0062_at_grt = "no"
fmax_mhz = 318
period_needed_ns = 3.15

[layout]
final_cells = 276
fin_area_mm2 = 0.00263
num-fill-cells = 328
drive_above_1_share = 0.0841
syn2layout_area_growth_pct = 17.9
fin_util = 0.636

[status]
status = "finished clean"

[min_path]
hold_depth = 2
holdPathEnd = "arc_mem[30]$_DFFE_PP_"
hold_path_class = "register to register"
worstHoldStart = "arc_mem[30]$_DFFE_PP_"
[power groups by stage]
| stage | Sequential [mW] | Clock (mW) | Combinational (mW) |
|---|---|---|---|
| after CTS | 0.534 | 0.321 | 0.325 |
| after global routing | 0.544 | 0.339 | 0.365 |
| final | 0.532 | 0.318 | 0.324 |
[logic make-up after synthesis]
kind of cell,after synthesis
AND/OR/NAND/NOR,67
multiplexers,9
XOR/XNOR,8
flip-flops,40
AND-OR/OR-AND,47
buffers and inverters,18
adder cells (fa/ha/maj),10
[registers in the layout, indices dropped and copies added (netlist names)]
register                       count
u_com_sync_fifo_ctrl.rc_wrcnt      4
u_com_sync_fifo_ctrl.rc_rdcnt      4
arc_mem                           32
[worst max path at each step]
stage | startpoint | end | cells past startpoint
4_1_cts | u_com_sync_fifo_ctrl.rc_rdcnt[0]$_DFFE_PN0P_ | water_level[1] | 5
5_1_grt | u_com_sync_fifo_ctrl.rc_rdcnt[0]$_DFFE_PN0P_ | water_level[1] | 5
6_report | u_com_sync_fifo_ctrl.rc_rdcnt[0]$_DFFE_PN0P_ | water_level[1] | 5
[routing by layer]
layer | global-route usage | up-vias | share of wire
li1 | - | 783 | -
met1 | 0.388 | 816 | 0.42
met2 | 0.413 | 69 | 0.49
met3 | 0.0850 | 8 | 0.077
met4 | 0.0306 | 0 | 0.015
met5 | 0 | - | 0
[cell type report]
| class | count | area, µm² | area share |
|---|---|---|---|
| sequential | 40 | 1160 | 0.441 |
| clock buffer | 6 | 72.6 | 0.0276 |
| timing repair buffer | 26 | 258 | 0.0979 |
| multi-input combinational | 141 | 1000 | 0.381 |
| inverter | 11 | 41.3 | 0.0157 |
| tap | 50 | 62.6 | 0.0238 |
| clock inverter | 2 | 35.0 | 0.0133 |
[worst reg2reg max path, delay by kind of cell (launching register included)]
kind	cells	cell delay (ns)
compound gates	1	0.30
xor+xnor	1	0.19
fa+ha+maj	1	0.36
buf+inv	3	0.53
flops	1	0.78
simple gates	2	0.15
[placed cells by master (no fill, tap or decap)]
master           count
nand2_1             38
edfxtp_1            32
o21ai_0             29
clkdlybuf4s50_1     25
inv_1               11
nor2b_1             10
ha_1                 9
a32o_1               8
mux4_2               8
dfrtp_1              8
nand3_1              6
nor2_1               6
xnor2_1              6
a21oi_1              5
clkbuf_8             5
nand3b_1             2
nand4_1              2
xor2_1               2
o31ai_2              2
nand4b_1             1
a211oi_2             1
mux2i_1              1
o31ai_1              1
or4_1                1
a211oi_1             1
or3_1                1
fa_1                 1
clkinv_2             1
bufinv_16            1
clkbuf_1             1
buf_4                1
Power and IR drop assume default switching activity.
