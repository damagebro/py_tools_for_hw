==> design.v <==
interface com_csr_if;
    parameter  AW = 16;
    parameter  DW = 32;
    localparam SW = DW/8;
    wire                 csr_write ;
    wire [AW-1:0]        csr_addr  ;
    wire [DW-1:0]        csr_wdata ;
    wire [DW/8-1:0]      csr_wstrb ;
    wire                 csr_valid ;
    wire                 csr_ready ;
    wire [DW-1:0]        csr_rdata ;
    modport master(
        input  csr_ready,csr_rdata,
        output csr_valid,csr_write,csr_addr,csr_wdata,csr_wstrb
        );
    modport slave(
        output csr_ready,csr_rdata,
        input  csr_valid,csr_write,csr_addr,csr_wdata,csr_wstrb
        );
    modport monitor(
        input csr_valid,csr_ready,csr_write
        );
endinterface
module com_csr_ahbl2csr #( parameter
    AW_AHB = 32,
    DW_AHB = 32,
    AW_CSR = 16,
    DW_CSR = 32,
    SW_CSR = DW_CSR/8
)
(
input  wire                     HCLK                ,
input  wire                     HRESETn             ,
input  wire                     HSELx               ,
input  wire                     HREADY              ,
input  wire [AW_AHB-1:0]        HADDR               ,
input  wire [1:0]               HTRANS              , 
input  wire                     HWRITE              ,
input  wire [2:0]               HSIZE               , 
input  wire [2:0]               HBURST              , 
input  wire [3:0]               HPROT               ,
input  wire [DW_AHB-1:0]        HWDATA              ,
output wire [DW_AHB-1:0]        HRDATA              ,
output wire                     HREADYOUT           ,
output wire                     HRESP               , 
com_csr_if.master               csr_txif             
);
localparam LG2_SW_CSR = $clog2(SW_CSR>2?SW_CSR:2);
localparam HT_IDLE   = 2'b00,
           HT_BUSY   = 2'b01,
           HT_NONSEQ = 2'b10,
           HT_SEQ    = 2'b11;
localparam HB_SINGLE = 3'b000,
           HB_INCR   = 3'b001;
localparam HR_OKAY   = 1'b0,
           HR_ERROR  = 1'b1;
reg  rc_ahberr_flag;
reg  rc_ahberr_cnt;
wire clk   = HCLK;
wire rst_n = HRESETn;
wire [AW_AHB-1:0] ahb_baseaddr = 32'h0000_0000;
wire                   csr_write      ;
wire [AW_CSR-1:0]      csr_addr       ;
wire [DW_CSR-1:0]      csr_wdata      ;
wire [SW_CSR-1:0]      csr_wstrb      ;
wire                   csr_valid      ;
wire                   csr_ready      ;
wire [DW_CSR-1:0]      csr_rdata      ;
assign csr_txif.csr_write  = csr_write ;
assign csr_txif.csr_addr   = csr_addr  ;
assign csr_txif.csr_wdata  = csr_wdata ;
assign csr_txif.csr_wstrb  = csr_wstrb ;
assign csr_txif.csr_valid  = csr_valid ;
assign csr_ready   = csr_txif.csr_ready;
assign csr_rdata   = csr_txif.csr_rdata;
reg  rc_ahbbusy_flag;
reg  rc_csrrd_flag;
wire hin_valid = rc_ahberr_flag ? 1'b0 : HSELx && HREADY && HTRANS[1]==1; 
wire hin_ready = csr_ready;
wire hout_valid= rc_ahbbusy_flag;
wire hout_ready= csr_ready;
wire hin_hs    = hin_valid && hin_ready;
wire hout_hs   = hout_valid&& hout_ready;
always @(posedge clk or negedge rst_n)
begin
    if( !rst_n )begin
        rc_ahbbusy_flag <= 1'b0;
    end
    else if( hout_hs && !hin_hs )begin
        rc_ahbbusy_flag <= 1'b0;
    end
    else if( hin_hs )begin
        rc_ahbbusy_flag <= 1'b1;
    end
end
always @(posedge clk or negedge rst_n)
begin
    if( !rst_n )begin
        rc_csrrd_flag <= 1'b0;
    end
    else if( hin_hs && !HWRITE )begin
        rc_csrrd_flag <= 1'b1;
    end
    else if( hout_hs && rc_csrrd_flag )begin
        rc_csrrd_flag <= 1'b0;
    end
end
reg  [AW_AHB-1:0] haddr_d  ;
reg  [2:0]        hsize_d  ;
reg  [1:0]        htrans_d ;
reg  [2:0]        hburst_d ;
always @(posedge clk or negedge rst_n)
begin
    if( !rst_n )begin
        haddr_d  <= 'b0;
        hsize_d  <= 'b0;
        htrans_d <= 'b0;
        hburst_d <= 'b0;
    end
    else if( hin_hs )begin
        haddr_d  <= HADDR ;
        hsize_d  <= HSIZE ;
        htrans_d <= HTRANS;
        hburst_d <= HBURST;
    end
end
assign csr_valid  = hout_valid;
assign csr_write = !rc_csrrd_flag;
wire [AW_AHB-1:0] haddr_off0 = haddr_d - ahb_baseaddr;
assign csr_addr   = SW_CSR==1 ? haddr_off0[AW_CSR-1:0] : { haddr_off0[AW_CSR-1:LG2_SW_CSR],{LG2_SW_CSR{1'b0}} };
assign csr_wdata = DW_CSR'(HWDATA);
assign csr_wstrb = SW_CSR==1 ? 1'b1 : (rc_csrrd_flag || haddr_off0[LG2_SW_CSR-1:0]==LG2_SW_CSR'(0)) ? {SW_CSR{1'b1}} : ((1<<hsize_d)-1)<<haddr_off0[LG2_SW_CSR-1:0];
assign HREADYOUT = rc_ahberr_flag ? rc_ahberr_cnt : rc_ahbbusy_flag ? csr_ready : 1'b1;
assign HRDATA    = DW_AHB'(csr_rdata);
assign HRESP     = rc_ahberr_flag;
wire hvalid = HSELx && HREADY;
wire hburst_err = hvalid && !(HBURST==HB_SINGLE || HBURST==HB_INCR);
wire htrans_err = hvalid && HTRANS==HT_SEQ && HADDR!=haddr_d+(1<<hsize_d); 
wire hsize_err  = hvalid && HSIZE>$clog2(SW_CSR);
wire cond_ok = rc_ahberr_flag && rc_ahberr_cnt==1'b1;
wire cond_err= hburst_err || htrans_err || hsize_err;
always @(posedge clk or negedge rst_n)
begin
    if( !rst_n )begin
        rc_ahberr_flag <= 1'b0;
    end
    else if( cond_ok )begin
        rc_ahberr_flag <= 1'b0;
    end
    else if( cond_err )begin
        rc_ahberr_flag <= 1'b1;
    end
end
always @(posedge clk or negedge rst_n)
begin
    if( !rst_n )begin
        rc_ahberr_cnt <= 'b0;
    end
    else if( cond_ok )begin
        rc_ahberr_cnt <= 'b0;
    end
    else if( rc_ahberr_flag )begin
        rc_ahberr_cnt <= rc_ahberr_cnt + 1'b1;
    end
end
endmodule  
==> run.sh <==
#!/bin/bash
# OpenROAD 26Q1-2900-gdf79404cd8, Yosys 0.63+post, stock flow scripts
make -C /OpenROAD-flow-scripts/flow DESIGN_CONFIG=/design/flow/config.mk WORK_HOME=/design/flow/orfs finish
==> config.mk <==
export PLATFORM = sky130hd
export DESIGN_NAME = com_csr_ahbl2csr
export DESIGN_NICKNAME = com_csr_ahbl2csr
export VERILOG_FILES = /design/flow/design.v
export SDC_FILE = /design/flow/constraint.sdc
export NUM_CORES = 4
export LEC_CHECK = 1
export CORE_UTILIZATION = 40
==> constraint.sdc <==
current_design com_csr_ahbl2csr

set clk_period 11.0
set clk_io_pct 0.2

create_clock -name clk0 -period $clk_period [get_ports {HCLK}]

set non_clock_inputs [all_inputs -no_clocks]
set_input_delay [expr $clk_period * $clk_io_pct] -clock clk0 $non_clock_inputs
set_output_delay [expr $clk_period * $clk_io_pct] -clock clk0 [all_outputs]
==> metrics.cfg <==
[power]
p_leak_nw=0.335
power_density_nw_per_um2=69.1
p_sw_w=0.0000135
p_int_w=0.0000406
swShare=0.250
p_comb_frac=0.513
vdd_drop_max_mv=0.0520
p_clk_frac=0.214
seq_power_share=0.273

[floorplanning]
fp.dieH_um=35.0
pin_count=115
die_area_um2=1220
num_rows=11
initial_core_util=0.452
core_area_um2=963
die_w_um=35.0

[cts]
hold_buffers=0
cts.sinks=2
cts_resized=0
path_clk_slew_ns=0.04
cts_tree=yes
postCtsSetupRepairBufs=0
numCtsBuffers=3
insertion_delay_ns=0.19
htree_levels=1
clk_path_buf_depth=2
cts-root-buf=clkbuf_2

[global_routing]
grt_pass1_wl_um=1900
overflow=0
grt_use_total=0.212
grt_pass1_vias=442
grt_start_max_net_pins=5
antenna_found_initial=0

[timing]
period_minus_slack_ns=3.39
tns_ns=0
final_hold_viol_count=0
setup-violations-final=0
fin_worst_skew_ns=0.00579
drv_slew=0
period_used_share=0.308
rsz0062_at_grt=false
whs_ns=0.458
fmax_mhz=295

[routing]
wire_per_inst_um=10.2
via_per_inst=4.02
drt_iter0_drc=5
drc_errors=0
num_vias=450
n_antenna_cell=0
drtPass1Iterations=2
final_antenna_net_count=0
wl_um=1140

[synthesis]
synth_seq_share=0.115
ys_area_um2=435
synth_area_um2=435
synth-edff-count=0
yosysCellCount=53
ys.flops=2
synth.avg_cell_area_um2=8.22
synth_cell_types=15
synthFlopType=dfrtp_1
syn_inst=53
ys_warn_count=17
async_flop_share=1.00

[critical_path]
end_kind=primary output
worst-path-max-fanout=4
crit_path_start_kind=register
regToRegSetupSlack_ns=10.02
required_ns=8.80
critPathArrivalTime_ns=1.19
r2r_cells=4
crit_type=reg2out

[final_layout]
area_growth_pct=79.9
fill_cells=62
drive_above_1_share=0.0707

[placement]
portBuffers=44
routabilityCongestion=0.698
dp_hpwl_um=1050

[status]
status=finished, final reports clean

[run]
warning_count=65
cap_violations=0

[min_path]
min_path_cells=1
worst_hold_path_type=reg2reg

==> layout by cell type, fill, tap and decap left out, types with 2 or more instances in the layout <==
| cell type | synthesis | final |
|---|---|---|
| nor4_2 | 3 | 3 |
| dfrtp_1 | 2 | 2 |
| clkdlybuf4s50_1 | 0 | 44 |
| clkbuf_2 | 0 | 3 |
| nand4_1 | 2 | 2 |
| conb_1 | 1 | 32 |
| nor4_1 | 4 | 4 |
==> critical path: stages, from the launching register on <==
cell and delay (ns):
dfrtp_1 0.41, nand2b_1 0.11, clkdlybuf4s50_1 0.48
==> registers in the layout, summed over array words and instances (netlist names) <==
register and cells:
rc_ahberr_flag 1, rc_ahberr_cnt 1
==> cell usage after synthesis (2+ instances only) <==
cell,count,area [um2]
dfrtp_1,2,50.1
buf_4,32,240
nor4_2,3,37.5
nand4_1,2,12.5
nor4_1,4,25.0
==> logic make-up (layout without fill, tap and decap cells) <==
group | after synthesis | count (layout) | share of synthesized area
buffers and inverters | 32 | 47 | 0.552
AND/OR/NAND/NOR | 14 | 14 | 0.256
AND-OR/OR-AND | 3 | 3 | 0.0488
flip-flops | 2 | 2 | 0.115
other | 1 | 32 | 0.00861
XOR/XNOR | 1 | 1 | 0.0201
==> power groups by stage <==
stage         registers [W]  logic [W]  clock network, W
finish            0.0000148  0.0000278         0.0000116
global route      0.0000154  0.0000309         0.0000133
CTS               0.0000151  0.0000282         0.0000118
==> routing by layer <==
layer | vias up | track usage | part of all wire
met5 | - | 0 | 0
met4 | 0 | 0.0400 | 0.020
met3 | 2 | 0.0452 | 0.11
met2 | 45 | 0.453 | 0.56
met1 | 190 | 0.196 | 0.31
li1 | 213 | - | -
==> final timing paths <==
path | to | startpoint
worst max-delay path | HREADYOUT | rc_ahberr_flag
worst min-delay path | rc_ahberr_cnt | rc_ahberr_cnt
worst max register to register | rc_ahberr_flag | rc_ahberr_flag
worst min register to register | rc_ahberr_cnt | rc_ahberr_cnt
max in group asynchronous | rc_ahberr_cnt | HRESETn
min in group asynchronous | rc_ahberr_flag | HRESETn
==> layout make-up <==
class                           instances  area, um2  share of cell area
Timing Repair Buffer                   44        440               0.562
Multi-Input combinational cell         50        262               0.334
Clock buffer                            3       15.0              0.0192
Sequential cell                         2       50.0              0.0639
Tap cell                               13       16.3              0.0208
==> metrics by stage <==
step / cell area [um2] / total power, W / instances / worst slack (ns) / util
after floorplan: 552 / 0.0000273 / 84 / 8.10 / -
after global placement: 768 / 0.0000427 / 109 / 7.51 / 0.797
after detailed placement: 768 / 0.0000432 / 109 / 7.50 / 0.797
after CTS: 783 / 0.0000551 / 112 / 7.59 / 0.813
after global routing: 783 / 0.0000596 / 112 / 7.54 / 0.813
final: 783 / 0.0000541 / 112 / 7.61 / 0.813
Power is estimated from default activity; no workload was simulated.
